**/design/flow/design.v**
```verilog
`default_nettype none
module sync_fifo
#(
    parameter DATA_WIDTH = 8,
    parameter DATA_DEPTH = 64,
    parameter ADDR_WIDTH = 6
)
(
	input   wire                      clk,
	input   wire                      rst_n,
	input   wire  [DATA_WIDTH-1:0]    wr_data,
	input   wire                      rq,   
	input   wire                      wq,   
	output  reg   [DATA_WIDTH-1:0]    rd_data,
	output  wire                      full,
	output  wire                      empty
);
(* ram_style = "block" *) reg [DATA_WIDTH-1:0] fifo_mem [DATA_DEPTH-1:0]; 
reg[ADDR_WIDTH:0]  counter;  
reg[ADDR_WIDTH-1:0] rd_ptr;
reg[ADDR_WIDTH-1:0] wr_ptr;
assign   full  = (counter==DATA_DEPTH) ? 1'b1 : 1'b0;
assign   empty = (counter==0) ? 1'b1 : 1'b0;
always @(posedge clk or negedge rst_n)
begin
	if(!rst_n)
		counter<=0;
	else if((wq && full)||(rq && empty))
		counter <= counter;
	else  if(rq&&!empty)
		counter <= counter - 1;
	else  if(wq&&!full)
		counter <= counter + 1;
	else
		counter <= counter;    
end
always @(posedge clk or negedge rst_n )
begin
	if(!rst_n) begin
		rd_data <= 0;
	end
	else if(rq && !empty)
		rd_data <= fifo_mem[rd_ptr];
end
always @(posedge clk)
begin
	if(wq && !full)
		fifo_mem[wr_ptr] <= wr_data;
end
always @(posedge clk or negedge rst_n)
begin
	if(!rst_n)
        begin
            wr_ptr <= 0;
            rd_ptr <= 0;
        end
	else
        begin
            if(!full && wq)
                begin
                    wr_ptr <= wr_ptr + 1;
                end
            else if(!empty && rq)
                begin
                    rd_ptr <= rd_ptr + 1;
                end
        end
end
endmodule
`default_nettype wire
```
**/design/flow/config.mk**
```make
export PLATFORM = sky130hd
export DESIGN_NAME = sync_fifo
export DESIGN_NICKNAME = sync_fifo
export VERILOG_FILES = /design/flow/design.v
export SDC_FILE = /design/flow/constraint.sdc
export NUM_CORES = 4
export LEC_CHECK = 1
export CORE_UTILIZATION = 50
```
**/design/flow/constraint.sdc**
```tcl
current_design sync_fifo

set clk_period 20.0
set clk_io_pct 0.2

create_clock -name clk0 -period $clk_period [get_ports {clk}]

set non_clock_inputs [all_inputs -no_clocks]
set_input_delay [expr $clk_period * $clk_io_pct] -clock clk0 $non_clock_inputs
set_output_delay [expr $clk_period * $clk_io_pct] -clock clk0 [all_outputs]
```
**/design/flow/run.sh**
```bash
#!/bin/bash
# OpenROAD 26Q1-2900-gdf79404cd8, Yosys 0.63+post, stock flow scripts
make -C /OpenROAD-flow-scripts/flow DESIGN_CONFIG=/design/flow/config.mk WORK_HOME=/design/flow/orfs finish
```
==> load_flow_metrics.sql <==
-- load yosys + openroad results
INSERT INTO impl_metrics (metric_group, metric, value, unit) VALUES
('status', 'run_status', 'finished, final reports clean', ''),
('placement', 'gp_routability_congestion', '0.929', ''),
('clocking', 'tritoncts_clock_tree', 'yes', ''),
('die', 'die_height', '209', 'microns'),
('final_timing', 'final-setup-viol-count', '0', ''),
('final_timing', 'final.setup_skew', '14.3', 'ps'),
('final_timing', 'total_negative_slack', '0', 'ps'),
('route', 'drt_first_pass_iters', '4', ''),
('final_timing', 'hold_slack', '548', 'ps'),
('final_timing', 'timing.fmax', '153', 'MHz'),
('yosys', 'postSynthRegisterBits', '539', ''),
('route', 'detail_route.wirelength', '49100', 'microns'),
('die', 'coreArea', '42000', 'sq um'),
('flow_run', 'warning_count', '25', ''),
('yosys', 'total_cell_area_reported_by_yosys_after_synthesis', '21300', 'sq um'),
('clocking', 'cts_buffers', '53', ''),
('yosys', 'edff_count_synth', '512', ''),
('global_route', 'grt_remaining_overflow', '0', ''),
('worst_hold_path', 'worst_hold_path_depth', '1', ''),
('placement', 'portBuffers', '21', ''),
('finish', 'sequential_cell_area', '16100', 'sq um'),
('finish', 'drive_above_1_share', '20.5', '%'),
('clocking', 'cts.root.buffer_cell', 'clkbuf_16', ''),
('yosys', 'main_synth_ff_type', 'edfxtp_1', ''),
('critical_path', 'reg2reg_from', 'rd_ptr[0]', ''),
('route', 'avgRoutedWirePerCell', '28.6', 'microns'),
('die', 'floorplan.die_area', '43500', 'sq um'),
('route', 'drtAntennaViolNets', '0', ''),
('flow_run', 'maxCapViolCount', '0', ''),
('critical_path', 'timing.critical_path.slowest_stage_cell', 'or4_4', ''),
('critical_path', 'slowest_delay', '570', 'ps'),
('finish', 'num-fill-cells', '3095', ''),
('yosys', 'post_synth.cell_area_avg', '19.4', 'sq um'),
('global_route', 'initial_antenna_violation_count', '0', ''),
('clocking', 'clkSlewWorstSetupHoldPaths', '60', 'ps'),
('worst_hold_path', 'hold_path_endpoint', 'counter[3]', ''),
('clocking', 'htreeDepth', '2', ''),
('global_route', 'vias_in_the_first_global_route', '11600', ''),
('critical_path', 'critical_path.max_fanout', '5', ''),
('clocking', 'worstSkewPairLatency', '590', 'ps'),
('yosys', 'synth_stat.cells', '1099', ''),
('yosys', 'netlist_area', '21300', 'sq um'),
('yosys', 'yosysSeqAreaShare', '75.3', '%'),
('clocking', 'cts_post_setup_buffers_inserted', '0', ''),
('global_route', 'grtUsageMet1', '39.7', '%'),
('pwr', 'design_power_total', '0.00316', 'W'),
('clocking', 'cts_resized', '0', ''),
('critical_path', 'rrSetupSlack', '16400', 'ps'),
('final_timing', 'final.period_utilization', '32.7', '%'),
('placement', 'dpl.hpwl', '30400', 'microns'),
('pwr', 'vdd_ir_drop_max', '0.0988', 'mV'),
('die', 'floorplan.io_pins', '22', ''),
('final_timing', 'hold_viol', '0', ''),
('final_timing', 'worstMarginPinSlew', '950', 'ps'),
('global_route', 'global_route.usage.met3', '18.1', '%'),
('critical_path', 'rr_worst_depth', '7', ''),
('worst_hold_path', 'hold_path_startpoint', 'counter[3]', ''),
('final_timing', 'rsz0062_at_grt', 'false', ''),
('critical_path', 'path_delay_family', 'simple AND/OR/NAND/NOR gates', ''),
('finish', 'multiInputGateArea', '4910', 'sq um'),
('global_route', 'maximum_number_of_pins_on_one_net_before_global_route_repair', '89', ''),
('worst_hold_path', 'hp-class', 'flop to flop', ''),
('critical_path', 'worstPathBufferInverterCount', '1', ''),
('yosys', 'synth.yosys.warnings', '1', ''),
('route', 'dr_total_vias', '10500', ''),
('die', 'fp-row-count', '75', ''),
('die', 'fp_util', '50.7', '%'),
('final_timing', 'final_period_minus_worst_setup_slack', '6540', 'ps'),
('yosys', 'yosys.cell_types.count', '48', ''),
('critical_path', 'rr_endpoint', 'rd_data[0]', ''),
('critical_path', 'category_of_the_worst_setup_path_launch_point', 'flop', '');
[flip-flops by register name, indices dropped and copies added (netlist names)]
register  flops
wr_ptr        6
rd_data       8
counter       7
fifo_mem    512
rd_ptr        6
[power breakdown]
group	switching, W	internal (W)	total [W]
sequential	0.0000627	0.00130	0.00136
clock	0.000399	0.000519	0.000918
combinational	0.000507	0.000372	0.000878
total	0.000968	0.00219	0.00316
[synthesized netlist by cell type (all sizes together), types with 2 or more instances]
| library cell | number | share of area, % |
|---|---|---|
| edfxtp | 512 | 72 |
| mux4 | 90 | 9.5 |
| nor2 | 75 | 1.3 |
| mux2i | 74 | 3.5 |
| buf | 38 | 1.2 |
| nand2 | 34 | 0.70 |
| mux2 | 29 | 1.5 |
| dfrtp | 27 | 3.2 |
| clkbuf | 24 | 0.43 |
| o21ai | 22 | 0.52 |
| nand3 | 20 | 0.53 |
| a21oi | 19 | 0.50 |
| a22oi | 19 | 0.67 |
| a211oi | 15 | 0.53 |
| o22ai | 15 | 0.44 |
| xnor2 | 12 | 0.49 |
| a221oi | 10 | 0.41 |
| a32oi | 8 | 0.33 |
| inv | 8 | 0.14 |
| o221ai | 8 | 0.33 |
| ha | 7 | 0.41 |
| nor2b | 5 | 0.15 |
| nand4 | 4 | 0.12 |
| a21o | 3 | 0.11 |
| nand3b | 3 | 0.11 |
| xor2 | 3 | 0.12 |
| or3 | 2 | 0.082 |
| or3b | 2 | 0.082 |
[worst register-to-register path: stages, from the launching register on]
cell      delay, ps
dfrtp_4         540
buf_4           600
buf_4           710
mux4_2          620
a211oi_1        590
o21ai_0         210
nand3_1         150
nand2_1          70
[through the flow]
step / utilization [%] / cell area [sq um] / setup WS (ps) / cells
CTS: 56.2 / 23600 / 13420 / 1716
global placement: 52.4 / 22000 / 13470 / 1623
detailed placement: 52.4 / 22000 / 13410 / 1623
global route: 56.2 / 23600 / 13390 / 1716
finish: 56.2 / 23600 / 13460 / 1716
floorplan: - / 21300 / 14120 / 1099
[worst max-delay path by stage]
stage              start   end  cells after the start
CTS           counter[4]  full                      4
global route  counter[4]  full                      4
finish        counter[4]  full                      4
[cell type report]
class	count	area share (%)
clock inverter	26	0.704
inverter	8	0.127
timing repair buffer	47	1.60
tap	539	2.85
sequential	539	68.0
clock buffer	67	5.96
multi-input combinational	490	20.8
[cell families (layout without fill, tap and decap cells)]
family / after synthesis / count (layout) / synth area share (%)
compound gates: 123 / 123 / 4.08
buf+inv: 70 / 148 / 1.72
fa+ha+maj: 8 / 8 / 0.505
simple gates: 151 / 151 / 3.30
flops: 539 / 539 / 75.3
xor+xnor: 15 / 15 / 0.616
mux: 193 / 193 / 14.5
[cell usage in the layout (no fill, tap or decap), types with 10 or more instances in the layout]
cell type,synthesis,final
edfxtp_1,512,512
mux4_2,90,90
nor2_1,75,75
mux2i_1,74,74
clkbuf_16,0,53
nand2_1,31,31
mux2_2,29,29
dfrtp_1,27,25
buf_4,14,25
o21ai_0,22,22
nand3_1,19,19
a22oi_1,19,19
a21oi_1,18,18
o22ai_1,15,15
a211oi_1,15,15
clkinv_2,0,13
clkdlybuf4s50_1,0,13
xnor2_1,12,12
clkbuf_1,23,11
clkinv_1,0,11
a221oi_1,10,10
[metal layers]
layer	vias to the layer above	part of all wire [%]
met1	5228	37
met5	-	0.20
li1	4556	-
met4	2	2.3
met3	74	15
met2	649	45
Power is estimated from default activity; no workload was simulated.
