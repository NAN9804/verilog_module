$ cat ./config.mk
export PLATFORM = sky130hd
export DESIGN_NAME = async_fifo
export DESIGN_NICKNAME = async_fifo
export VERILOG_FILES = /design/flow/design.v
export SDC_FILE = /design/flow/constraint.sdc
export NUM_CORES = 4
export LEC_CHECK = 1
export CORE_UTILIZATION = 40
$ cat ./constraint.sdc
current_design async_fifo

set clk_period 4.9
set clk_io_pct 0.2

create_clock -name clk0 -period $clk_period [get_ports {clk_rd}]
create_clock -name clk1 -period $clk_period [get_ports {clk_wr}]

set non_clock_inputs [all_inputs -no_clocks]
set_input_delay [expr $clk_period * $clk_io_pct] -clock clk0 $non_clock_inputs
set_output_delay [expr $clk_period * $clk_io_pct] -clock clk0 [all_outputs]
$ cat ./design.v
`default_nettype none
module async_fifo
#(  parameter DATAWIDTH = 8 ,
    parameter ADDRWIDTH = 5 )
(
    input  wire                 clk_wr,
    input  wire                 clk_rd,
    input  wire                 wrst_n,
    input  wire                 rrst_n,
    input  wire  [7:0]          I_data_in,
    input  wire                 I_wren,
    output reg   [7:0]          O_data_out,
    input  wire                 I_rden,
    output reg                  full,
    output reg                  empty
); 
reg  [ADDRWIDTH:0] wrptr,wrptr_r1,wrptr_r2,rdptr,rdptr_r1,rdptr_r2;
reg  [ADDRWIDTH:0] wrbin,rdbin;
wire [ADDRWIDTH:0] wrptr_next,rdptr_next,wrbin_next,rdbin_next;
wire [ADDRWIDTH-1:0] wraddr,rdaddr;
localparam DATADEPTH = 1<<ADDRWIDTH;
reg [DATAWIDTH-1:0] fifo_ram [DATADEPTH-1:0];
always @(posedge clk_wr) 
begin
    if(wrst_n & I_wren & !full) begin
        fifo_ram[wraddr] <= I_data_in;
    end
end
always@(posedge clk_rd)
begin
    O_data_out <= fifo_ram[rdaddr];
end
always@(posedge clk_wr or negedge wrst_n)
begin
    if(!wrst_n) begin
        rdptr_r1 <= 0;
        rdptr_r2 <= 0;
    end else begin
        rdptr_r1 <= rdptr;
        rdptr_r2 <= rdptr_r1;
    end
end
always@(posedge clk_rd or negedge rrst_n)
begin
    if(!rrst_n) begin
        wrptr_r1 <= 0;
        wrptr_r2 <= 0;
    end else begin
        wrptr_r1 <= wrptr;
        wrptr_r2 <= wrptr_r1;
    end
end
always @(posedge clk_wr or negedge wrst_n) 
begin
    if(!wrst_n) begin
        wrptr <= 0;
        wrbin <= 0;
    end else begin
        wrptr <= wrptr_next;
        wrbin <= wrbin_next;
    end    
end
assign wrbin_next = (!full & I_wren) ? (wrbin+1) : wrbin;
assign wrptr_next = (wrbin_next>>1) ^ wrbin_next;
assign wraddr = wrbin[ADDRWIDTH-1:0];
always@(posedge clk_wr or negedge wrst_n)
begin
   if(!wrst_n) begin
       full <= 0;
   end else begin
       full <= (wrptr_next=={~rdptr_r2[ADDRWIDTH:ADDRWIDTH-1],rdptr_r2[ADDRWIDTH-2:0]}) ? 1'b1 : 1'b0;
   end
end
always @(posedge clk_rd or negedge rrst_n) 
begin
    if(!rrst_n) begin
        rdptr <= 0;
        rdbin <= 0;
    end else begin
        rdptr <= rdptr_next;
        rdbin <= rdbin_next;
    end    
end
assign rdbin_next = (!empty & I_rden) ? (rdbin+1) : rdbin;
assign rdptr_next = (rdbin_next>>1) ^ rdbin_next;
assign rdaddr = rdbin[ADDRWIDTH-1:0];
always@(posedge clk_rd or negedge rrst_n)
begin
   if(!rrst_n) begin
       empty <= 1;
   end else begin
       empty <= (rdptr_next==wrptr_r2) ? 1'b1 : 1'b0;
   end
end
endmodule
`default_nettype wire
$ cat ./run.sh
#!/bin/bash
# OpenROAD 26Q1-2900-gdf79404cd8, Yosys 0.63+post, stock flow scripts
make -C /OpenROAD-flow-scripts/flow DESIGN_CONFIG=/design/flow/config.mk WORK_HOME=/design/flow/orfs finish
==> flow_summary.yaml <==
# synthesis and place-and-route metrics
drt:
  drc: 0
  route.antenna.diode_count: 0
  ant_nets: 0
  drtIter0Drc: 331
  post_drt_wl_per_cell_um: 25.8
  detailroute.via_count: 5650
  first_pass_iteration_count_of_the_detailed_router: 4
  via_per_inst: 5.48
  detail_route.wirelength_um: 26600
worst_hold_path:
  min_from: "rdptr[1]$_DFF_PN0_"
  hold_class: "register to register"
power:
  pwr_density_cell_nw_per_um2: 581
  cellLeakagePower_uw: 0.00459
  max_vdd_drop_mv: 0.274
final_layout:
  comb_area_sq_um: 2950
  areaGrowthSynthToFinish_pct: 13.5
  layout_top_cell_excl_fill_tap: "sky130_fd_sc_hd__edfxtp_1"
  layout.area.seq_sq_um: 9050
  most-common-layout-cells: "256 x sky130_fd_sc_hd__edfxtp_1, 67 x sky130_fd_sc_hd__mux4_2, 45 x sky130_fd_sc_hd__dfrtp_1, 34 x sky130_fd_sc_hd__nor2_1, 33 x sky130_fd_sc_hd__clkbuf_16"
  share_of_layout_cells_above_drive_strength_1_pct: 21.5
  filler_cell_count: 2387
  postLayoutCoreUtil_pct: 46.4
floorplan:
  initial_standard_cell_utilization_of_the_core_pct: 40.9
  floorplan_core_area_sq_um: 29800
  fp.dieArea_sq_um: 31100
  rows: 63
  floorplan.io_pins: 24
  dieHeight_um: 176
  die_outline_width_um: 176
logic_synthesis:
  synth.cellmix.compoundShare_pct: 0.648
  post_synth_fa_ha_maj_area_fraction_pct: 0.617
  synth.area.mux_share_pct: 16.4
  synth-warning-count: 1
  synth.cellmix.simpleShare_pct: 3.12
  yosys.area_share.xor_xnor_pct: 3.36
  synthDominantAreaCellType: "sky130_fd_sc_hd__edfxtp_1"
  ys_seq_share_pct: 74.3
  synthDominantCellAreaShare_pct: 63.2
  synth_cells: 576
  yosys-top-cells-area: "sky130_fd_sc_hd__edfxtp_1 63%, sky130_fd_sc_hd__mux4_2 12%, sky130_fd_sc_hd__dfrtp_1 9.7%, sky130_fd_sc_hd__mux4_1 2.8%, sky130_fd_sc_hd__xnor2_1 1.9%"
  post_synth_num_cell_types: 43
  syn_area_per_cell_sq_um: 21.1
  ys.flops: 312
  yosysCellCount: 576
  syn_area_sq_um: 12200
  top_logic_kind: "multiplexers"
  area_of_the_synthesized_netlist_per_yosys_stat_sq_um: 12200
clock_tree:
  tritoncts: "built"
  postCtsResizedCells: 0
  numClockSinks: 312
  cts_hold_buf: 0
  post-cts-setup-buffers: 0
  worst_setup_hold_path_clk_slew_ps: 60
critical_path:
  worst_ep_required_time_ps: 5060
  timing.critical_path.fanout_max: 8
  cp-end-kind: "register"
  crit_type: "input pin to register"
  cp_data_arrival_time_ps: 3370
  cp-start-kind: "input pin"
  cp-startpoint: "I_wren"
  critical_path.reg2reg.startpoint: "rdbin[0]$_DFF_PN0_"
final_timing:
  grt_setup_unrepaired: "false"
  timing_worst_slew_pin_value_ps: 775
  slew_viol_final: 0
  final_hold_viol_count: 0
  fin_setup_tns_ps: 0
  skew_ps: 28.9
  final_setup_violations: 0
  max_slew_margin_pct: 48.3
grt:
  grt.met3_usage_pct: 16.7
  grt_start_max_net_pins: 43
  groute.layer.met2.usage_pct: 28.5
  grt_use_total_pct: 19.8
  grt-busiest-layer: "met2"
  antenna_violations_before_repair: 0
  grt_first_pass_wirelength_um: 40000
  grt_pass1_vias: 6458
  met1_usage_pct: 23.7
  globalRouteOverflowTotal: 0
outcome:
  status: "finished clean"
flow_run:
  openroad.warnings: 30
  maxCapViolCount: 0
place:
  hpwl_um: 16600
  globalplace.congestion: 0.899
  count_of_input_and_output_buffers: 22
-- path summary, 6_finish.rpt --
check	end	slack, ps	cells after the start
setup / recovery	fifo_ram[10][5]$_DFFE_PP_	1690	5
hold / removal	rdptr_r1[1]$_DFF_PN0_	110	0
hold reg to reg	rdptr_r1[1]$_DFF_PN0_	110	0
max in group clk0	O_data_out[4]$_DFF_P_	1920	4
max in group asynchronous	empty$_DFF_PN1_	3550	2
min in group asynchronous	rdptr_r2[4]$_DFF_PN0_	900	2
min in group clk0	wrptr_r2[0]$_DFF_PN0_	350	0
setup reg to reg	O_data_out[4]$_DFF_P_	1920	4
-- area by class of cell --
type,count,area share (%)
clock buffers,40,6.16
clock inverters,15,0.941
inverters,5,0.136
multi-input cells,232,21.3
flip-flops and latches,312,65.5
well taps,390,3.53
repair buffers,37,2.41
-- per-stage QoR --
step                      hold WS [ps]  power [uW]  worst slack, ps  instance area (sq um)  cells
after floorplan                    331        5140             2410                  12200    576
after global placement             339        5800             1290                  12800    976
after detailed placement           337        5810             1190                  12800    976
after CTS                         98.5        8100             1730                  13800   1031
after global routing               107        8390             1530                  13800   1031
final                              105        8020             1690                  13800   1031
-- synthesized netlist by cell type (all sizes together) --
library cell	instances
and3	1
a21o	1
inv	5
o31ai	1
mux2	9
and4	3
nor2b	2
mux4	80
dfrtp	47
nor4	1
nand3b	4
or2	1
o21ai	4
dfstp	1
or4	1
and4b	1
nand3	3
and2	3
or3	2
o22ai	2
nor3	2
nor2	34
xnor2	26
edfxtp	256
xnor3	3
buf	12
a21oi	3
nand2b	2
xor2	13
a21boi	1
nand2	14
clkbuf	15
mux2i	5
dfxtp	8
or3b	2
a2bb2oi	1
and3b	1
ha	6
-- report_power, final --
part	internal, uW	leakage (uW)	switching (uW)
logic	1200	0.00116	1010
registers	3190	0.00295	357
clock network	1330	0.000477	943
total	5720	0.00459	2310
-- sequential cells by signal (all words and copies together) (netlist names) --
signal / cells
wrptr_r2: 6
wrptr: 6
rdptr_r2: 6
full: 1
O_data_out: 8
empty: 1
wrptr_r1: 6
rdptr_r1: 6
rdbin: 5
fifo_ram: 256
rdptr: 6
wrbin: 5
-- layer usage --
metal | up-vias | share of wire [%]
li1 | 2400 | -
met1 | 2821 | 33
met2 | 388 | 47
met3 | 41 | 17
met4 | 0 | 2.0
met5 | - | 0
-- cell families (layout without fill, tap and decap cells) --
group / after synthesis / in the layout
AND-OR/OR-AND: 13 / 13
XOR/XNOR: 42 / 42
adder cells (fa/ha/maj): 6 / 6
buffers and inverters: 32 / 97
flip-flops: 312 / 312
multiplexers: 94 / 94
AND/OR/NAND/NOR: 77 / 77
-- critical path: stages --
cell                              delay (ps)
sky130_fd_sc_hd__clkdlybuf4s50_1         510
sky130_fd_sc_hd__nor2b_1                 510
sky130_fd_sc_hd__and2_1                  300
sky130_fd_sc_hd__nand2_1                 390
sky130_fd_sc_hd__nor2_1                  680
Power and IR drop assume default switching activity.
